===== design/flow/run.sh =====
#!/bin/bash
# OpenROAD 26Q1-2900-gdf79404cd8, Yosys 0.63+post, stock flow scripts
make -C /OpenROAD-flow-scripts/flow DESIGN_CONFIG=/design/flow/config.mk WORK_HOME=/design/flow/orfs finish

===== design/flow/config.mk =====
export PLATFORM = sky130hd
export DESIGN_NAME = Ram
export DESIGN_NICKNAME = Ram
export VERILOG_FILES = /design/flow/design.v
export SDC_FILE = /design/flow/constraint.sdc
export NUM_CORES = 4
export LEC_CHECK = 1
export CORE_UTILIZATION = 30

===== design/flow/constraint.sdc =====
current_design Ram

set clk_period 1.5
set clk_io_pct 0.2

create_clock -name clk0 -period $clk_period [get_ports {clk}]

set non_clock_inputs [all_inputs -no_clocks]
set_input_delay [expr $clk_period * $clk_io_pct] -clock clk0 $non_clock_inputs
set_output_delay [expr $clk_period * $clk_io_pct] -clock clk0 [all_outputs]

===== design/flow/design.v =====
`timescale 1ns/1ps
module Ram #(
    parameter WIDTH = 32,
    parameter DEPTH = 4 
)(
    input wire [WIDTH-1:0] data_in,
    input wire [DEPTH-1:0] adress,
    input wire write_enable,
    input wire read_enable,
    input wire clk,
    input wire reset_n,
    output reg [WIDTH-1:0] data_out,
    output reg valid_out
);
    localparam DEPTH_MEM = 1 << DEPTH;
    reg [WIDTH-1:0] mem [0:DEPTH_MEM-1];
    integer i;
    initial begin
        for (i = 0; i < DEPTH_MEM; i=i+1) begin
            mem[i] <= 0;
        end
    end
    integer k;
    always @(posedge clk or negedge reset_n) begin
        if (!reset_n) begin
            data_out <= 0;
            valid_out <= 1'b0;
            for (k = 0; k < DEPTH_MEM; k=k+1) begin
                mem[k] <= 0;
            end
        end
        else begin
            valid_out <= 1'b0;
            if (write_enable) begin
                mem[adress] <= data_in;
            end
            if (read_enable) begin
                data_out <= mem[adress];
                valid_out <= 1'b1;
            end 
        end
    end
endmodule

==> flow_metrics.env <==
# flow metrics
export IMPL_path_delay_family="flip-flops"
export IMPL_end_kind="output port"
export IMPL_fmax_ghz=0.669
export IMPL_cts_buffers=57
export IMPL_cp_num_cells=1
export IMPL_initial_core_util_pct=30.5
export IMPL_critPathMaxFanout=2
export IMPL_die_h_um=289
export IMPL_grt_max_degree=89
export IMPL_drive_gt1_share_pct=30.6
export IMPL_grt_pass1_vias=17800
export IMPL_clock_root_buffer="clkbuf_16"
export IMPL_hold_viol_final=0
export IMPL_status="finished, final reports clean"
export IMPL_clkPwrFrac_pct=35.2
export IMPL_grt_pass1_wl_mm=111
export IMPL_dr_pass1_iters=5
export IMPL_dpl_cell_area_um2=29000
export IMPL_hold_class="input port to register"
export IMPL_timing_critical_path_required_ns=1.20
export IMPL_ir_drop_v=0.000917
export IMPL_setup_tns_ns=0
export IMPL_max_stage_delay_ns=0.45
export IMPL_vias=16600
export IMPL_drtAntennaViolNets=0
export IMPL_syn_area_um2=24700
export IMPL_use_met1_pct=25.8
export IMPL_yosys_area_um2=24700
export IMPL_sw_frac_of_total_pct=25.9
export IMPL_p_seq_share_pct=48.0
export IMPL_setup_viol=0
export IMPL_first_iter_violations=1069
export IMPL_reg2reg_slack_ns=0.06
export IMPL_routedWlPerCell_um=22.8
export IMPL_core_um2=80900
export IMPL_finalCritPeriodShare_pct=99.7
export IMPL_r2r_cells=6
export IMPL_hold_path_depth=3
export IMPL_synth_flop_count=545
export IMPL_finClkSkew_ns=0.0212
export IMPL_edf_count=0
export IMPL_yosys_stat_cells=1874
export IMPL_clockBufferDepth=3
export IMPL_grtUsageMet2_pct=27.8
export IMPL_p_per_area_nw_per_um2=1310
export IMPL_drc=0
export IMPL_slew_viol_final=0
export IMPL_dp_hpwl_mm=44.6
export IMPL_pre_cts_ws_ns=-1.22
export IMPL_grt_util_met3_pct=6.31
export IMPL_gp_congestion=0.843
export IMPL_grt_util_all_layers_pct=18.2
export IMPL_path_buffers=1
export IMPL_clock_latency_ns=0.63
export IMPL_worstPathCellList="buf_2"
export IMPL_power_mw=41.4
export IMPL_clock_sinks=545
export IMPL_internal_power_mw=30.7
export IMPL_yosysWarnings=2
export IMPL_io_buffers=72
export IMPL_placementRows=104
export IMPL_synth_distinct_cells=54
export IMPL_top_cells_by_count="545 x dfrtp_1, 498 x mux2_1, 147 x a22oi_1"
export IMPL_wl_mm=72.5
export IMPL_arrival_ns=1.20
export IMPL_rsz0062_at_grt="yes"
export IMPL_io_pins=73
export IMPL_crit_slowest_cell="dfrtp_2"
export IMPL_async_flop_share_pct=100
export IMPL_ys_seq_share_pct=55.3
export IMPL_max_slew_worst_pin_slew_ns=0.524
export IMPL_syn_inst=1874
export IMPL_drv_cap=0
export IMPL_start_kind="register"
export IMPL_power_leakage_nw=13.6
export IMPL_area_leaders="dfrtp_1 55%, mux2_1 23%, a22oi_1 4.5%, o22ai_1 1.7%, buf_2 1.6%"
export IMPL_syn_avg_cell_area_um2=13.2
export IMPL_synth_area_leader_cell="dfrtp_1"
export IMPL_grt_ovfl_total=0
export IMPL_cts_tree="done"
export IMPL_worst_slack_ns=0.00432
export IMPL_log_warning_count=28
export IMPL_antenna_found_initial=1
export IMPL_busiest_layer="met2"
export IMPL_top_cell="dfrtp_1"
export IMPL_path_clk_slew_ns=0.06
export IMPL_path_class="register to output port"
export IMPL_die_w_um=289
export IMPL_p_sw_mw=10.7
export IMPL_syn2layout_area_growth_pct=28.4
export IMPL_yosysTopAreaCellShare_pct=55.3
export IMPL_pwr_share_comb_pct=16.8
export IMPL_final_cell_area_um2=31600
export IMPL_fin_crit_ns=1.50
export IMPL_dieArea_um2=83300
export IMPL_htree_levels=2
export IMPL_ff_type="dfrtp_1"
export IMPL_vias_per_cell=5.21
export IMPL_num_antenna_cells=0
export IMPL_slew_headroom_pct=64.7
==> through the flow <==
stage	std cells	utilization, %	hold WS [ns]
finish	3181	39.1	0.163
global placement	3043	35.8	0.207
global route	3181	39.1	0.184
detailed placement	3043	35.8	0.207
floorplan	1874	-	0.00441
CTS	3170	38.5	0.128
==> cell families after synthesis <==
logic type,after synthesis,synth area share (%)
AND-OR/OR-AND,405,13.1
AND/OR/NAND/NOR,196,3.95
buffers and inverters,210,3.95
multiplexers,518,23.6
flip-flops,545,55.3
==> cell type report <==
type	count	area [um^2]
clock buffer	88	1730
sequential	545	13600
tap	1060	1330
timing repair buffer	320	3430
multi-input combinational	1121	11200
fill	7327	49300
inverter	31	116
clock inverter	16	220
==> routing by layer <==
| layer | up-vias | routed length, um |
|---|---|---|
| met5 | - | 7 |
| met4 | 2 | 1540 |
| met3 | 97 | 5670 |
| met2 | 496 | 33200 |
| met1 | 8591 | 32100 |
| li1 | 7391 | - |
==> power by group through the flow <==
stage | combinational, mW | clock [mW] | sequential, mW
final | 6.96 | 14.6 | 19.9
after global routing | 7.63 | 15.4 | 20.3
after CTS | 6.82 | 14.9 | 19.8
==> sequential cells by signal, indices dropped and copies added, names as in the netlist <==
signal / cells
data_out: 32
valid_out: 1
mem: 512
==> worst min-delay path, cell delays in order <==
cell      delay (ns)
buf_4           0.15
buf_4           0.20
a221oi_2        0.07
==> cells in the final DEF, fill, tap and decap left out, types with 33 or more instances in the layout <==
cell	count
clkbuf_16	61
buf_12	71
a22oi_1	112
o22ai_1	59
mux2_4	109
mux2_1	389
nor2_1	78
dfrtp_1	544
buf_2	33
buf_4	162
a221oi_1	35
a22oi_2	35
==> final timing paths <==
path / startpoint / to
setup / recovery: data_out[31] / data_out[31]
hold / removal: read_enable / data_out[15]
setup reg to reg: mem[12][29] / data_out[29]
hold reg to reg: mem[1][24] / mem[1][24]
max in group asynchronous: reset_n / mem[2][8]
min in group asynchronous: reset_n / mem[6][14]
==> what timing repair did <==
item	4_1_cts	5_1_grt
endpoints found under the setup margin	571	155
cloned	3	5
setup buffers	18	7
hold buffers	2	0
hold endpoints to repair	500	0
pin swaps	9	20
gates resized	144	75
Power and IR drop assume default switching activity.
